==> ./design.v <==
`timescale 1ns / 1ps
module FA_stage( 
	input [6:0]in1, 
	input [6:0]in2,
	output [7:0]out
    );
wire [5:0]W;
Half_adder num1(.a(in1[0]), .b(in2[0]), .c_out(W[0]), .sum(out[0]));	
Full_adder num2(.a(in1[1]), .b(in2[1]), .c_out(W[1]), .sum(out[1]), .c_in(W[0]));
Full_adder num3(.a(in1[2]), .b(in2[2]), .c_out(W[2]), .sum(out[2]), .c_in(W[1]));
Full_adder num4(.a(in1[3]), .b(in2[3]), .c_out(W[3]), .sum(out[3]), .c_in(W[2]));
Full_adder num5(.a(in1[4]), .b(in2[4]), .c_out(W[4]), .sum(out[4]), .c_in(W[3]));
Full_adder num6(.a(in1[5]), .b(in2[5]), .c_out(W[5]), .sum(out[5]), .c_in(W[4]));
Full_adder num7(.a(in1[6]), .b(in2[6]), .c_out(out[7]), .sum(out[6]), .c_in(W[5]));
endmodule
`timescale 1ns / 1ps
module Full_adder(
    input a,
    input b,
    input c_in,
    output c_out,
    output sum
    );
	assign sum = a^b^c_in;
	assign c_out = (a&b)|(a&c_in)|(b&c_in);
endmodule
`timescale 1ns / 1ps
module Half_adder(
    input a,
    input b,
    output c_out,
    output sum
    );
	 assign sum = a^b;
	 assign c_out = a&b;
endmodule
`timescale 1ns / 1ps
module Modified_bough_wooly_mult(
	input [6:0]A,
	input [5:0]B,
	input t,
	output [12:0]P
    );
wire [6:0]W0;
wire [6:0]W1;
wire [6:0]W2; 
wire [6:0]W3;
wire [6:0]W4;
wire [6:0]W5;
wire stage0_xor;
wire stage1_xor;
wire stage2_xor; 
wire stage3_xor;
wire stage4_xor;
wire stage5_xor0;
wire stage5_xor1;
wire stage5_xor2;
wire stage5_xor3;
wire stage5_xor4;
wire stage5_xor5;
wire [7:0]FA_W0;
wire [7:0]FA_W1;
wire [7:0]FA_W2;
wire [7:0]FA_W3;
wire [7:0]FA_W4;
wire final_carry;
wire adjust1;
wire adjust2;
wire acarry;
wire acarryout;
partial_mul stage0(.A(A), .b(B[0]), .P(W0));
assign P[0] = W0[0];
XOR stage0xor(.a(W0[6]), .b(t), .out(stage0_xor));
partial_mul stage1(.A(A), .b(B[1]), .P(W1));
XOR stage1xor(.a(W1[6]), .b(t), .out(stage1_xor));
Half_adder Adjust(.a(t), .b(W0[5]), .c_out(acarry), .sum(adjust1));
Full_adder Adjust2(.a(stage0_xor), .b(t), .c_in(acarry),.c_out(acarryout), .sum(adjust2));
FA_stage stage0FA(.out(FA_W0), .in1({stage1_xor, W1[5], W1[4], W1[3], W1[2], W1[1], W1[0]}),
						.in2({acarryout, adjust2, adjust1, W0[4], W0[3], W0[2], W0[1]}));
assign P[1] = FA_W0[0];
partial_mul stage2(.A(A), .b(B[2]), .P(W2));
XOR stage2xor(.a(W2[6]), .b(t), .out(stage2_xor));
FA_stage stage1FA(.out(FA_W1), .in1({stage2_xor, W2[5], W2[4], W2[3], W2[2], W2[1], W2[0]}),
						.in2({FA_W0[7], FA_W0[6], FA_W0[5], FA_W0[4], FA_W0[3], FA_W0[2], FA_W0[1]}));
assign P[2] = FA_W1[0];
partial_mul stage3(.A(A), .b(B[3]), .P(W3));
XOR stage3xor(.a(W3[6]), .b(t), .out(stage3_xor));
FA_stage stage2FA(.out(FA_W2), .in1({stage3_xor, W3[5], W3[4], W3[3], W3[2], W3[1], W3[0]}),
						.in2({FA_W1[7], FA_W1[6], FA_W1[5], FA_W1[4], FA_W1[3], FA_W1[2], FA_W1[1]}));
assign P[3] = FA_W2[0];
partial_mul stage4(.A(A), .b(B[4]), .P(W4));
XOR stage4xor(.a(W4[6]), .b(t), .out(stage4_xor));
FA_stage stage3FA(.out(FA_W3), .in1({stage4_xor, W4[5], W4[4], W4[3], W4[2], W4[1], W4[0]}),
						.in2({FA_W2[7], FA_W2[6], FA_W2[5], FA_W2[4], FA_W2[3], FA_W2[2], FA_W2[1]}));
assign P[4] = FA_W3[0];
partial_mul stage5(.A(A), .b(B[5]), .P(W5));
XOR stage5xor0(.a(W5[0]), .b(t), .out(stage5_xor0));
XOR stage5xor1(.a(W5[1]), .b(t), .out(stage5_xor1));
XOR stage5xor2(.a(W5[2]), .b(t), .out(stage5_xor2));
XOR stage5xor3(.a(W5[3]), .b(t), .out(stage5_xor3));
XOR stage5xor4(.a(W5[4]), .b(t), .out(stage5_xor4));
XOR stage5xor5(.a(W5[5]), .b(t), .out(stage5_xor5));
FA_stage stage4FA(.out(FA_W4), .in1({W5[6], stage5_xor5, stage5_xor4, stage5_xor3, stage5_xor2, stage5_xor1, stage5_xor0}),
						.in2({FA_W3[7], FA_W3[6], FA_W3[5], FA_W3[4], FA_W3[3], FA_W3[2], FA_W3[1]}));
assign P[5] = FA_W4[0];
assign P[6] = FA_W4[1];
assign P[7] = FA_W4[2];
assign P[8] = FA_W4[3];
assign P[9] = FA_W4[4];
assign P[10] = FA_W4[5];
assign P[11] = FA_W4[6];
Half_adder final_stage(.a(t), .b(FA_W4[7]), .sum(P[12]), .c_out(final_carry));
endmodule
`timescale 1ns / 1ps
module XOR(
    input a,
    input b,
    output out
    );
	assign out = a^b;
endmodule
`timescale 1ns / 1ps
module partial_mul(
	input [6:0]A, 
	input b,
	output [6:0]P
    );
assign P[0] = A[0]&b;
assign P[1] = A[1]&b;
assign P[2] = A[2]&b;
assign P[3] = A[3]&b;
assign P[4] = A[4]&b;
assign P[5] = A[5]&b;
assign P[6] = A[6]&b;
endmodule
==> ./run.sh <==
#!/bin/bash
# OpenROAD 26Q1-2900-gdf79404cd8, Yosys 0.63+post, stock flow scripts
make -C /OpenROAD-flow-scripts/flow DESIGN_CONFIG=/design/flow/config.mk WORK_HOME=/design/flow/orfs finish
==> ./config.mk <==
export PLATFORM = sky130hd
export DESIGN_NAME = Modified_bough_wooly_mult
export DESIGN_NICKNAME = Modified_bough_wooly_mult
export VERILOG_FILES = /design/flow/design.v
export SDC_FILE = /design/flow/constraint.sdc
export NUM_CORES = 4
export LEC_CHECK = 1
export CORE_AREA = 10 10 110 110
export DIE_AREA = 0 0 120 120
==> ./constraint.sdc <==
current_design Modified_bough_wooly_mult

set clk_period 17.2
set clk_io_pct 0.2

create_clock -name clk0 -period $clk_period

set non_clock_inputs [all_inputs -no_clocks]
set_input_delay [expr $clk_period * $clk_io_pct] -clock clk0 $non_clock_inputs
set_output_delay [expr $clk_period * $clk_io_pct] -clock clk0 [all_outputs]
==> out/results.txt <==
Worst Setup Path Type: in2out
CTS resizes: 0
Max rail drop VDD: 29.20 uV
Die Ht: 120 um
pin count of the biggest net entering global routing: 14
DR iter-0 viols: 31
fin. max-slew vios: 0
crit-path cells: clkdlybuf4s50_1 > and2_1 > ha_1 > fa_1 > inv_1 > fa_1 > fa_1 > inv_1 > fa_1 > fa_1 > fa_1 > fa_1 > fa_1 > fa_1 > fa_1 > fa_1 > fa_1 > fa_1 > inv_1 > fa_1 > inv_1 > clkdlybuf4s50_1
YS warnings: 0
P_leak: 0.6172 nW
worst hold start: A[0]
DR pass1 iterations: 2
Netlist Area Pre-Place: 1172 um^2
layout clock buffer count: 0
number of global-route vias before repair: 933
post-route cell area: 1515 um^2
Post-route DRC: 0
Die W: 120 um
worst path arrival time: 11070 ps
Tool Warnings: 32
post-DP HPWL: 2.265 mm
placed insts: 270
register share after synthesis: 0%
Tot GR Track Use: 3.853%
antenna viol nets, final: 0
startpoint types: primary input
final worst slack: 2693 ps
Total Power: 0.1703 mW
slowest library cell on the worst path: clkdlybuf4s50_1
Internal: 0.1095 mW
Combinational Power Share: 100.0%
initial antenna violation count: 0
Via density: 2.752
Boundary Pins: 27
via count: 743
Hold WS: 7992 ps
Worst Tran Pin Value: 277.0 ps
first-pass GRT wire length: 4.664 mm
Fin Setup TNS: 0 ps
Final Hold Viols: 0
Clock power frac: 0%
final std cells w/o fill: 270
Synth Area per Inst: 9.610 um^2
Post-Route WL: 2.373 mm
Place WS: 2622 ps
Port Buffers: 27
fmax: 0.06893 GHz
Setup crit end kind: output pin
final core occ: 15.50%
final setup fails: 0
max incr delay on CP: 620 ps
flip-flops: 0
Seq. cell area: 0 um^2
Final Critical Period: 14510 ps
status: completed
Final Cycle Share: 84.34%
die area: 14400 um^2
Layout area overhead: 29.24%
GRT overflow: 0
Placed Area: 1515 um^2
number of inserted diodes: 0
Crit. Startpoint: B[1]
Post-Syn Instances: 122
most frequent logic cell in the layout: fa_1
post-CTS setup buffers: 0
P_sw: 0.06083 mW
# Cells Yosys: 122
Hold/Removal Path Class: in2out
post-synth cell types: 11
Yosys Chip Area: 1172 um^2
routability cong.: 0.7712
power share of the sequential group: 0%
FP Util: 11.99%
core area: 9774 um^2
CTS Hold Bufs: 0
DR WL/cell: 8.789 um
# rows: 36
slew margin rel.: 81.48%
Max Cap Viol: 0
sw frac: 35.72%
Crit Path Max Fanout: 7
layout cells sized above 1: 1.460%
RSZ-0062 raised after global routing: false
Top Layout Cells: fa_1 (30), clkdlybuf4s50_1 (27), and2_1 (21), nand2_1 (20), inv_1 (18)
PD cells: 112.4 nW/um^2
Worst EP required: 13760 ps
Top cell by count, worst path: fa_1
-- kinds of logic (layout without fill, tap and decap cells) --
| family | count (synthesis) | count (layout) | share of synthesized area [%] |
|---|---|---|---|
| and+or+nand+nor | 42 | 42 | 18.14 |
| adders and majority gates | 36 | 36 | 57.63 |
| buffers and inverters | 31 | 46 | 14.41 |
| xor gates and xnor gates | 12 | 12 | 8.965 |
| muxes | 1 | 1 | 0.8538 |
-- final timing paths --
check | to | slack (ps) | cells after the start
worst min-delay path | P[0] | 7990 | 3
worst max-delay path | P[11] | 2690 | 22
-- final cells by class --
class,count,area [um^2]
inverters,18,67.56
well taps,133,166.4
fillers,1101,8259
multi-input cells,91,1003
repair buffers,28,277.8
-- worst max-delay path: cells and delay by family --
family                   cells  cell delay, ps
adder cells (fa/ha/maj)     15            6100
buffers and inverters        6            1370
AND/OR/NAND/NOR              1             180
-- power groups by stage --
stage     registers [mW]  clock network (mW)  logic, mW
6_report               0                   0      0.170
4_1_cts                0                   0      0.187
5_1_grt                0                   0      0.206
-- cell usage after synthesis --
master / count / area (um^2)
xor2_1: 1 / 8.760
mux2i_1: 1 / 10.01
inv_1: 18 / 67.56
buf_4: 12 / 90.09
nand2_1: 20 / 75.07
buf_6: 1 / 11.26
ha_1: 6 / 75.07
and2_1: 21 / 131.4
xnor2_1: 11 / 96.34
fa_1: 30 / 600.6
nand2_2: 1 / 6.260
-- metal layers --
metal	vias to the layer above	global-route usage (%)	routed length, um
met5	-	0	0
met4	0	0	0
met3	0	0.7139	142
met2	14	6.637	1134
met1	356	5.255	1096
li1	373	-	-
Power is estimated from default activity; no workload was simulated.
