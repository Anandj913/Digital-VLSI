**config.mk**
```make
export PLATFORM = sky130hd
export DESIGN_NAME = vending_machine
export DESIGN_NICKNAME = vending_machine
export VERILOG_FILES = /design/flow/design.v
export SDC_FILE = /design/flow/constraint.sdc
export NUM_CORES = 4
export LEC_CHECK = 1
export CORE_AREA = 10 10 70 70
export DIE_AREA = 0 0 80 80
```
**constraint.sdc**
```tcl
current_design vending_machine

set clk_period 1.5
set clk_io_pct 0.2

create_clock -name clk0 -period $clk_period [get_ports {clk}]

set non_clock_inputs [all_inputs -no_clocks]
set_input_delay [expr $clk_period * $clk_io_pct] -clock clk0 $non_clock_inputs
set_output_delay [expr $clk_period * $clk_io_pct] -clock clk0 [all_outputs]
```
**design.v**
```verilog
 `timescale 1ns / 1ps
module vending_machine( input coin, input clk, output drink, output change
    );
	 reg drink;
	 reg change;
	 parameter stop = 2'b00, five = 2'b01, ten = 2'b10;
	 reg [1:0]state;
	 initial begin
	 drink = 1'b0;
	 change = 1'b0;
	 state = stop;
	 end
	 always @(posedge clk)
	 begin
		 case(state)
		 stop:
		 begin
			 if(coin)
				 begin
				 state <= ten;
				 drink <= 1'b0;
				 change <= 1'b0;
				 end
			 else
				begin
				state <= five;
				drink <= 1'b0;
				change <= 1'b0;
				end
		 end
		 five:
		 begin
			if(coin)
				 begin
				 state <= stop;
				 drink <= 1'b1;
				 change <= 1'b0;
				 end
			else
				begin
				state <= ten;
				drink <= 1'b0;
				change <= 1'b0;
				end
		 end
		 ten:
		 begin
			 if(coin)
				 begin
				 state <= stop;
				 drink <= 1'b1;
				 change <= 1'b1;
				 end
			 else
				begin
				state <= stop;
				drink <= 1'b1;
				change <= 1'b0;
				end
		 end
		 default:
		 begin
			 state <= stop;
			 drink <= 1'b0;
			 change <= 1'b0;
		 end
		 endcase
	 end
endmodule
```
**run.sh**
```bash
#!/bin/bash
# OpenROAD 26Q1-2900-gdf79404cd8, Yosys 0.63+post, stock flow scripts
make -C /OpenROAD-flow-scripts/flow DESIGN_CONFIG=/design/flow/config.mk WORK_HOME=/design/flow/orfs finish
```
==> flow_metrics.py <==
# Physical implementation metrics
metrics = {
    "outcome": {
        "outcome": "complete, no violations",
    },
    "yosys": {
        "aoi_share_pct": 2.99,
        "yosysChipArea_um2": 168,
        "syn-cell-area_um2": 168,
        "ys_top_logic_family": "adder cells",
        "ys_seq_share_pct": 47.8,
        "synthMuxAreaShare_pct": 8.96,
        "yosys_warnings": 1,
        "synth-seq-cells": 4,
        "syn_area_per_cell_um2": 12.0,
        "ys_cells": 14,
        "yosys.area_share.adder_pct": 22.4,
        "synthCells": 14,
        "synth-simple-area-share_pct": 13.4,
        "ys_types": 8,
        "ys_sh_xor_pct": 0,
    },
    "power": {
        "power_density_nw_per_um2": 1430,
        "p_leak_uw": 0.000106,
        "ir_worst_vdd_uv": 189,
    },
    "placement": {
        "pre_cts_ws_ps": 238,
        "dp.cells": 63,
        "portBuffers": 3,
        "place_congestion": 0.596,
    },
    "global_routing": {
        "grt.overflow.total": 0,
        "grtUsageTotal_pct": 1.04,
        "grt_pass1_vias": 130,
        "grt_pass1_wl_um": 524,
        "grt_max_degree": 5,
        "antenna_found_initial": 0,
    },
    "routing": {
        "drtIter0Drc": 1,
        "vias": 115,
        "n_antenna_cell": 0,
        "routed_via_density": 1.74,
        "avgRoutedWirePerCell_um": 4.73,
        "antenna_left": 0,
        "drc": 0,
        "first_pass_iters": 2,
        "drt-total-wl_um": 312,
    },
    "sta": {
        "max_freq_mhz": 774,
        "hold_viol_final": 0,
        "slew-limit-headroom_pct": 90.7,
        "tns_ps": 0,
        "setup-violations-final": 0,
        "worstMarginPinSlew_ps": 138,
        "grt_setup_unrepaired": "no",
        "final.min_clock_period_ps": 1290,
        "fin_crit_sh_pct": 86.1,
        "finalMaxSlewViolations": 0,
        "clock_skew_ps": 2.09,
        "fin_ws_ps": 209,
    },
    "setup_path": {
        "crit_slowest_cell": "clkdlybuf4s50_1",
        "cp.arrival_ps": 990,
        "crit_required_ps": 1200,
        "worst-path-buf-inv": 1,
        "end_kind": "primary output",
        "crit_type": "flop to primary output",
        "cp_cell_sequence": "clkdlybuf4s50_1",
        "cp_slowest_stage_delay_ps": 460,
        "crit_fanout": 1,
        "crit_cells": 1,
        "critical_path.top_delay_family": "buffers and inverters",
        "worst_setup_path_start_kind": "flop",
        "ff2ff_path_depth": 3,
    },
    "layout": {
        "area_growth_syn_to_layout_pct": 65.7,
        "mostFrequentLayoutCell": "dfxtp_1",
        "fin_cells": 66,
        "drive_above_1_share_pct": 30.0,
        "final_cell_mix": "dfxtp_1, ha_1, clkbuf_4, clkdlybuf4s50_1, inv_1",
    },
    "floorplan": {
        "rows": 21,
        "io_pins": 4,
        "die_y_um": 80,
        "core_area_um2": 3420,
        "chipArea_um2": 6400,
        "fp-utilization_pct": 4.91,
        "chipWidth_um": 80,
    },
    "clocking": {
        "hold_buffers": 0,
        "cts_max_level": 1,
        "cts_made_buffers": 3,
        "cts.sinks": 4,
        "cts-root-buf": "clkbuf_4",
        "clk_latency_ps": 230,
        "clk_pin_slew_ps": 40,
        "cts_resized": 0,
        "cts_tree": "yes",
        "post_cts_buffers": 0,
        "cts_max_path_buffers": 2,
    },
    "run": {
        "drv_cap": 0,
        "warnings": 27,
    },
    "hold_path": {
        "holdPathStages": 3,
        "min_path_type": "flop to flop",
    },
}
[power by group]
part | total (µW) | switching (µW) | internal [µW]
sequential | 153 | 13.6 | 140
clock | 133 | 43.3 | 89.4
combinational | 110 | 37.7 | 72.4
[registers in the layout, indices dropped and copies added (netlist names)]
signal and cells:
state 2, change 1, drink 1
[worst paths after layout]
kind	start	end	slack (ps)
worst max register to register	state[0]$_DFF_P_	state[1]$_DFF_P_	540
worst min-delay path	state[1]$_DFF_P_	drink$_DFF_P_	640
worst min register to register	state[1]$_DFF_P_	drink$_DFF_P_	640
worst max-delay path	change$_SDFF_PP0_	change	210
[logic make-up (layout without fill, tap and decap cells)]
| group | count (synthesis) | count (layout) |
|---|---|---|
| adders and majority gates | 3 | 3 |
| and+or+nand+nor | 3 | 3 |
| AOI/OAI and AO/OA | 1 | 1 |
| buffers and inverters | 2 | 8 |
| DFF | 4 | 4 |
| muxes | 1 | 1 |
[per-stage QoR]
stage,instance area [µm²],hold WS [ps],util [%],power (µW)
finish,278,645,8.13,396
global route,278,702,8.13,433
CTS,278,662,8.13,411
detailed placement,255,643,7.47,271
global placement,255,644,7.47,265
floorplan,168,442,-,216
[area by class of cell]
type                    count  area, µm²
fillers                   407       3140
flip-flops and latches      4       80.1
multi-input cells           8       80.1
well taps                  46       57.6
repair buffers              3       30.0
clock buffers               3       22.5
inverters                   2       7.51
[synth_stat cells]
library cell / count / area share, %
dfxtp_1: 4 / 48
ha_1: 3 / 22
inv_1: 2 / 4.5
and2b_2: 1 / 5.2
mux2_4: 1 / 9.0
a21oi_1: 1 / 3.0
nor2b_1: 1 / 3.7
and2_2: 1 / 4.5
[routing by layer]
metal | global-route usage, % | part of all wire (%)
met1 | 0.933 | 37
met2 | 1.44 | 42
met3 | 1.02 | 14
met4 | 0.704 | 5.4
met5 | 0 | 0
No activity file was given, so power comes from the tool's default toggle rates.
