$ cat /design/flow/run.sh
#!/bin/bash
# OpenROAD 26Q1-2900-gdf79404cd8, Yosys 0.63+post, stock flow scripts
make -C /OpenROAD-flow-scripts/flow DESIGN_CONFIG=/design/flow/config.mk WORK_HOME=/design/flow/orfs finish
$ cat /design/flow/config.mk
export PLATFORM = sky130hd
export DESIGN_NAME = left_right_shifter
export DESIGN_NICKNAME = left_right_shifter
export VERILOG_FILES = /design/flow/design.v
export SDC_FILE = /design/flow/constraint.sdc
export NUM_CORES = 4
export LEC_CHECK = 1
export CORE_UTILIZATION = 30
$ cat /design/flow/constraint.sdc
current_design left_right_shifter

set clk_period 3.5
set clk_io_pct 0.2

create_clock -name clk0 -period $clk_period

set non_clock_inputs [all_inputs -no_clocks]
set_input_delay [expr $clk_period * $clk_io_pct] -clock clk0 $non_clock_inputs
set_output_delay [expr $clk_period * $clk_io_pct] -clock clk0 [all_outputs]
$ cat /design/flow/design.v
`timescale 1ns / 1ps
module Fliper( input [31:0]a, input Select, output [31:0]b
    );
mux_2cross1 stage00(.Input1(a[31]), .Input2(a[0]), .Output(b[0]), .Select(Select));
mux_2cross1 stage01(.Input1(a[30]), .Input2(a[1]), .Output(b[1]), .Select(Select));
mux_2cross1 stage02(.Input1(a[29]), .Input2(a[2]), .Output(b[2]), .Select(Select));
mux_2cross1 stage03(.Input1(a[28]), .Input2(a[3]), .Output(b[3]), .Select(Select));
mux_2cross1 stage04(.Input1(a[27]), .Input2(a[4]), .Output(b[4]), .Select(Select));
mux_2cross1 stage05(.Input1(a[26]), .Input2(a[5]), .Output(b[5]), .Select(Select));
mux_2cross1 stage06(.Input1(a[25]), .Input2(a[6]), .Output(b[6]), .Select(Select));
mux_2cross1 stage07(.Input1(a[24]), .Input2(a[7]), .Output(b[7]), .Select(Select));
mux_2cross1 stage08(.Input1(a[23]), .Input2(a[8]), .Output(b[8]), .Select(Select));
mux_2cross1 stage09(.Input1(a[22]), .Input2(a[9]), .Output(b[9]), .Select(Select));
mux_2cross1 stage10(.Input1(a[21]), .Input2(a[10]), .Output(b[10]), .Select(Select));
mux_2cross1 stage11(.Input1(a[20]), .Input2(a[11]), .Output(b[11]), .Select(Select));
mux_2cross1 stage12(.Input1(a[19]), .Input2(a[12]), .Output(b[12]), .Select(Select));
mux_2cross1 stage13(.Input1(a[18]), .Input2(a[13]), .Output(b[13]), .Select(Select));
mux_2cross1 stage14(.Input1(a[17]), .Input2(a[14]), .Output(b[14]), .Select(Select));
mux_2cross1 stage15(.Input1(a[16]), .Input2(a[15]), .Output(b[15]), .Select(Select));
mux_2cross1 stage16(.Input1(a[15]), .Input2(a[16]), .Output(b[16]), .Select(Select));
mux_2cross1 stage17(.Input1(a[14]), .Input2(a[17]), .Output(b[17]), .Select(Select));
mux_2cross1 stage18(.Input1(a[13]), .Input2(a[18]), .Output(b[18]), .Select(Select));
mux_2cross1 stage19(.Input1(a[12]), .Input2(a[19]), .Output(b[19]), .Select(Select));
mux_2cross1 stage20(.Input1(a[11]), .Input2(a[20]), .Output(b[20]), .Select(Select));
mux_2cross1 stage21(.Input1(a[10]), .Input2(a[21]), .Output(b[21]), .Select(Select));
mux_2cross1 stage22(.Input1(a[9]), .Input2(a[22]), .Output(b[22]), .Select(Select));
mux_2cross1 stage23(.Input1(a[8]), .Input2(a[23]), .Output(b[23]), .Select(Select));
mux_2cross1 stage24(.Input1(a[7]), .Input2(a[24]), .Output(b[24]), .Select(Select));
mux_2cross1 stage25(.Input1(a[6]), .Input2(a[25]), .Output(b[25]), .Select(Select));
mux_2cross1 stage26(.Input1(a[5]), .Input2(a[26]), .Output(b[26]), .Select(Select));
mux_2cross1 stage27(.Input1(a[4]), .Input2(a[27]), .Output(b[27]), .Select(Select));
mux_2cross1 stage28(.Input1(a[3]), .Input2(a[28]), .Output(b[28]), .Select(Select));
mux_2cross1 stage29(.Input1(a[2]), .Input2(a[29]), .Output(b[29]), .Select(Select));
mux_2cross1 stage30(.Input1(a[1]), .Input2(a[30]), .Output(b[30]), .Select(Select));
mux_2cross1 stage31(.Input1(a[0]), .Input2(a[31]), .Output(b[31]), .Select(Select));
endmodule
`timescale 1ns / 1ps
module Left_shifter( input [31:0]a, input [4:0]b, output [31:0]c);
wire [31:0]w0;
wire [31:0]w1;
wire [31:0]w2;
wire [31:0]w3;
mux_8_chain stage0(.in0(a), .out(w0), .Select(b[0]),
						.in1({a[30], a[29], a[28], a[27], a[26], a[25], a[24], a[23], 
						       a[22], a[21], a[20], a[19], a[18], a[17], a[16], a[15],
								 a[14], a[13], a[12], a[11], a[10], a[9], a[8], a[7],
								 a[6], a[5], a[4], a[3], a[2], a[1], a[0], a[31]})
);
mux_8_chain stage1(.in0(w0), .out(w1), .Select(b[1]),
                   .in1({w0[29], w0[28], w0[27], w0[26], w0[25], w0[24], w0[23], w0[22], 
						       w0[21], w0[20], w0[19], w0[18], w0[17], w0[16], w0[15], w0[14],
								 w0[13], w0[12], w0[11], w0[10], w0[9], w0[8], w0[7], w0[6],
								 w0[5], w0[4], w0[3], w0[2], w0[1], w0[0], w0[31], w0[30]})
);
mux_8_chain stage2(.in0(w1), .out(w2), .Select(b[2]),
                   .in1({w1[27], w1[26], w1[25], w1[24], w1[23], w1[22], w1[21], w1[20], 
						       w1[19], w1[18], w1[17], w1[16], w1[15], w1[14], w1[13], w1[12],
								 w1[11], w1[10], w1[9], w1[8], w1[7], w1[6], w1[5], w1[4],
								 w1[3], w1[2], w1[1], w1[0], w1[31], w1[30], w1[29], w1[28]})
);
mux_8_chain stage3(.in0(w2), .out(w3), .Select(b[3]),
                   .in1({w2[23], w2[22], w2[21], w2[20], w2[19], w2[18], w2[17], w2[16], 
						       w2[15], w2[14], w2[13], w2[12], w2[11], w2[10], w2[9], w2[8],
								 w2[7], w2[6], w2[5], w2[4], w2[3], w2[2], w2[1], w2[0],
								 w2[31], w2[30], w2[29], w2[28], w2[27], w2[26], w2[25], w2[24]})
);
mux_8_chain stage4(.in0(w3), .out(c), .Select(b[4]),
                   .in1({w3[15], w3[14], w3[13], w3[12], w3[11], w3[10], w3[9], w3[8], 
						       w3[7], w3[6], w3[5], w3[4], w3[3], w3[2], w3[1], w3[0],
								 w3[31], w3[30], w3[29], w3[28], w3[27], w3[26], w3[25], w3[24],
								 w3[23], w3[22], w3[21], w3[20], w3[19], w3[18], w3[17], w3[16]})
);
endmodule
`timescale 1ns / 1ps
module left_right_shifter( input [31:0]A, input [4:0]B, input R, output [31:0]C
    );
wire [31:0]W0;
wire [31:0]W1;
Fliper stage0(.a(A), .b(W0), .Select(R));
Left_shifter stage1(.a(W0), .b(B), .c(W1));
Fliper stage2(.a(W1), .b(C), .Select(R)); 
endmodule
`timescale 1ns / 1ps
module mux_2cross1(
    input Input1,
    input Input2,
    input Select,
    output Output
    );
wire out1, out2;
assign out1 = Input1 & Select;
assign out2 = Input2 & (~Select);
assign Output = out1 | out2;
endmodule
`timescale 1ns / 1ps
module mux_8_chain( input [31:0] in0, input [31:0] in1, output [31:0] out, input Select );
mux_2cross1 stage00(.Input1(in1[0]), .Input2(in0[0]), .Output(out[0]), .Select(Select));
mux_2cross1 stage01(.Input1(in1[1]), .Input2(in0[1]), .Output(out[1]), .Select(Select));
mux_2cross1 stage02(.Input1(in1[2]), .Input2(in0[2]), .Output(out[2]), .Select(Select));
mux_2cross1 stage03(.Input1(in1[3]), .Input2(in0[3]), .Output(out[3]), .Select(Select));
mux_2cross1 stage04(.Input1(in1[4]), .Input2(in0[4]), .Output(out[4]), .Select(Select));
mux_2cross1 stage05(.Input1(in1[5]), .Input2(in0[5]), .Output(out[5]), .Select(Select));
mux_2cross1 stage06(.Input1(in1[6]), .Input2(in0[6]), .Output(out[6]), .Select(Select));
mux_2cross1 stage07(.Input1(in1[7]), .Input2(in0[7]), .Output(out[7]), .Select(Select));
mux_2cross1 stage08(.Input1(in1[8]), .Input2(in0[8]), .Output(out[8]), .Select(Select));
mux_2cross1 stage09(.Input1(in1[9]), .Input2(in0[9]), .Output(out[9]), .Select(Select));
mux_2cross1 stage010(.Input1(in1[10]), .Input2(in0[10]), .Output(out[10]), .Select(Select));
mux_2cross1 stage011(.Input1(in1[11]), .Input2(in0[11]), .Output(out[11]), .Select(Select));
mux_2cross1 stage012(.Input1(in1[12]), .Input2(in0[12]), .Output(out[12]), .Select(Select));
mux_2cross1 stage013(.Input1(in1[13]), .Input2(in0[13]), .Output(out[13]), .Select(Select));
mux_2cross1 stage014(.Input1(in1[14]), .Input2(in0[14]), .Output(out[14]), .Select(Select));
mux_2cross1 stage015(.Input1(in1[15]), .Input2(in0[15]), .Output(out[15]), .Select(Select));
mux_2cross1 stage016(.Input1(in1[16]), .Input2(in0[16]), .Output(out[16]), .Select(Select));
mux_2cross1 stage017(.Input1(in1[17]), .Input2(in0[17]), .Output(out[17]), .Select(Select));
mux_2cross1 stage018(.Input1(in1[18]), .Input2(in0[18]), .Output(out[18]), .Select(Select));
mux_2cross1 stage019(.Input1(in1[19]), .Input2(in0[19]), .Output(out[19]), .Select(Select));
mux_2cross1 stage020(.Input1(in1[20]), .Input2(in0[20]), .Output(out[20]), .Select(Select));
mux_2cross1 stage021(.Input1(in1[21]), .Input2(in0[21]), .Output(out[21]), .Select(Select));
mux_2cross1 stage022(.Input1(in1[22]), .Input2(in0[22]), .Output(out[22]), .Select(Select));
mux_2cross1 stage023(.Input1(in1[23]), .Input2(in0[23]), .Output(out[23]), .Select(Select));
mux_2cross1 stage024(.Input1(in1[24]), .Input2(in0[24]), .Output(out[24]), .Select(Select));
mux_2cross1 stage025(.Input1(in1[25]), .Input2(in0[25]), .Output(out[25]), .Select(Select));
mux_2cross1 stage026(.Input1(in1[26]), .Input2(in0[26]), .Output(out[26]), .Select(Select));
mux_2cross1 stage027(.Input1(in1[27]), .Input2(in0[27]), .Output(out[27]), .Select(Select));
mux_2cross1 stage028(.Input1(in1[28]), .Input2(in0[28]), .Output(out[28]), .Select(Select));
mux_2cross1 stage029(.Input1(in1[29]), .Input2(in0[29]), .Output(out[29]), .Select(Select));
mux_2cross1 stage030(.Input1(in1[30]), .Input2(in0[30]), .Output(out[30]), .Select(Select));
mux_2cross1 stage031(.Input1(in1[31]), .Input2(in0[31]), .Output(out[31]), .Select(Select));
endmodule
==> flow_metrics.py <==
# Physical implementation metrics
metrics = {
    "final_timing": {
        "rsz0062_at_grt": "yes",
        "min_period_over_period": 1.023,
        "slew_viol_final": 0,
        "slew_headroom": 0.4404,
        "worst_slew_pin_slew_ps": 836.3,
        "max_freq_mhz": 279.3,
        "setup_violations": 13,
        "fin_ws_ps": -80.72,
        "layout_min_cycle_time_ps": 3581,
        "worst_hold_slack_ps": 2296,
        "finalHoldViolCount": 0,
    },
    "outcome": {
        "violations": "setup timing",
        "status": "complete, but fails checks",
    },
    "setup_path": {
        "cp_top_family": "multiplexers",
        "path_depth": 9,
        "worst-endpoint-arrival_ps": 2880,
        "path_class": "in -> out",
        "crit_top_cell": "mux4_2",
        "crit_required_ps": 2800,
        "worstPathMaxFanout": 7,
        "cpMaxStageDelayCell": "mux4_2",
        "end_kind": "output pin",
        "startpoint_type": "primary input",
        "slowest_delay_ps": 520,
        "cp_cell_sequence": "buf_12 > buf_16 > mux4_2 > nand2_1 > nand2_2 > mux4_2 > mux2_4 > a221o_1 > buf_2",
        "critPathBufInv": 3,
    },
    "logic_synthesis": {
        "yosysCellCount": 405,
        "yosys_area_sq_um": 3456,
        "synth_area_per_cell_sq_um": 8.533,
        "aoi_share": 0.2046,
        "yosysWarnings": 0,
        "logic_family": "multiplexers",
        "mux_area_frac": 0.4964,
        "syn-cell-area_sq_um": 3456,
        "synth_cells": 405,
        "simple_gate_area_frac": 0.1647,
        "ys_types": 37,
        "ys_sh_xor": 0.007241,
        "fa_ha_area_frac": 0,
        "postSynthSeqShare": 0,
    },
    "grt": {
        "grt_max_degree": 30,
        "antenna_found_initial": 0,
        "grt.overflow.total": 0,
        "grt_pass1_wl_mm": 19.61,
        "grt_pass1_vias": 3798,
        "grt_usage": 0.2145,
    },
    "run": {
        "drv_cap": 0,
        "warning_count": 34,
    },
    "finish": {
        "area_growth_pct": 65.17,
        "final.clkbuf_count": 0,
        "flops": 0,
        "flop_area_sq_um": 0,
        "drive_gt1_frac": 0.6214,
        "final_util": 0.5175,
    },
    "floorplanning": {
        "io_pins": 70,
        "fp_util": 0.3133,
        "fp.dieH_microns": 109.3,
        "dieWidth_microns": 109.3,
        "std_cell_rows": 38,
        "dieArea_sq_um": 11950,
        "core_sq_um": 11030,
    },
    "clock_tree": {
        "hold_buffers": 0,
    },
    "route": {
        "wl_per_cell_microns": 18.33,
        "viasPerCell": 5.834,
        "drt_pass1_iterations": 5,
        "drtIter0Drc": 326,
        "ant_nets": 0,
        "drt_wl_total_mm": 12.83,
        "drc": 0,
        "antenna_cells": 0,
        "vias": 4084,
    },
    "place": {
        "place.gp.congestion": 0.9222,
        "numPortBuffers": 70,
        "dp.final_hpwl_mm": 9.444,
    },
    "power": {
        "power_density_nw_per_um2": 193.8,
        "vdd.ir_drop.worst_uv": 105.3,
        "p_leak_nw": 2.382,
    },
    "hold_path": {
        "worstHoldPathCells": 6,
        "holdPathEnd": "C[25]",
        "min_from": "R",
        "min_path_type": "in -> out",
    },
}
## cells in the final DEF, fill, tap and decap left out, types with 15 or more instances in the layout
master	instances
mux2_4	16
dlygate4sd2_1	18
mux2i_4	15
nand2_2	20
nand2_1	39
nor2_1	25
o221ai_2	16
buf_4	121
mux4_2	40
buf_2	22
buf_6	21
mux2i_1	27
## cell usage after synthesis (3+ instances only)
library cell   n  area share
nor3_1        10       0.014
buf_4         34       0.074
and2_1         4      0.0072
a22oi_1       14       0.030
buf_2          8       0.012
o22a_1         4       0.010
o211a_1        3      0.0087
nor4_1         4      0.0072
o211ai_1       5       0.011
buf_1         10       0.011
o221ai_1      24       0.061
mux4_2        35        0.23
nor2b_1        7       0.013
or2_2          4      0.0072
mux4_1         5       0.038
o22ai_1       15       0.027
nor2_1        30       0.033
nand2_1       60       0.065
mux2_2        24       0.078
nand2b_1       7       0.013
a221o_1       12       0.035
mux2i_1       48        0.14
a21oi_1        4      0.0058
clkbuf_1      16       0.017
## per-stage QoR
stage	instances	area, sq um	setup TNS, ps	setup slack, ps	power, mW
final	700	5708	-680.2	-80.72	1.106
after global routing	700	5708	-2234	-168.5	1.186
after CTS	692	5363	-1111	-144.8	0.9993
after detailed placement	661	4840	-19240	-665.1	0.8756
after global placement	661	4840	-17770	-620.5	0.8624
after floorplan	405	3456	0	10.76	0.5384
## cell families after synthesis
family                 after synthesis
AND/OR/NAND/NOR                    129
multiplexers                       114
AND-OR/OR-AND                       88
buffers and inverters               72
XOR/XNOR                             2
## final cells by class
type,count,area (sq um)
tap,140,175.2
inverter,1,3.754
fill,929,5323
timing repair buffer,226,1973
multi-input combinational,333,3556
## timing repair
item	in CTS	in global routing
buffers inserted	30	6
endpoints found under the setup margin	32	32
pin swaps	45	18
gates resized	222	85
endpoints found under the hold margin	0	0
cloned	2	4
## how the worst max path moves through the flow
stage / start / to / slack, ps
5_1_grt: B[0] / C[23] / -170
4_1_cts: B[0] / C[24] / -140
6_report: B[0] / C[23] / -80
## report_power, final
part	leakage, nW	total [mW]	switching, mW	internal [mW]
Sequential	0	0	0	0
Combinational	2.38	1.11	0.489	0.617
Clock	0	0	0	0
Total	2.38	1.11	0.489	0.617
## routing by layer
metal	vias to the layer above	global-route usage	share of wire
li1	1899	-	-
met1	2005	0.3138	0.44
met2	164	0.3576	0.48
met3	16	0.02719	0.065
met4	0	0.02095	0.014
met5	-	0	0
Power is estimated from default activity; no workload was simulated.
